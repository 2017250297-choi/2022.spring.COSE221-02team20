--- design/flow/run.sh ---
#!/bin/bash
# OpenROAD 26Q1-2900-gdf79404cd8, Yosys 0.63+post, stock flow scripts
make -C /OpenROAD-flow-scripts/flow DESIGN_CONFIG=/design/flow/config.mk WORK_HOME=/design/flow/orfs finish
--- design/flow/config.mk ---
export PLATFORM = sky130hd
export DESIGN_NAME = cnt0
export DESIGN_NICKNAME = cnt0
export VERILOG_FILES = /design/flow/design.v
export SDC_FILE = /design/flow/constraint.sdc
export NUM_CORES = 4
export LEC_CHECK = 1
export CORE_AREA = 10 10 70 70
export DIE_AREA = 0 0 80 80
--- design/flow/constraint.sdc ---
current_design cnt0

set clk_period 1.7
set clk_io_pct 0.2

create_clock -name clk0 -period $clk_period [get_ports {clk}]

set non_clock_inputs [all_inputs -no_clocks]
set_input_delay [expr $clk_period * $clk_io_pct] -clock clk0 $non_clock_inputs
set_output_delay [expr $clk_period * $clk_io_pct] -clock clk0 [all_outputs]
--- design/flow/design.v ---
module cnt0(rst,clk,out);
input rst, clk;
output [6:0] out;
reg [6:0] out, temp;
always@(posedge (clk) or negedge rst) begin 
    if(!rst)
    begin
        out <=7'b0000000;
        temp<=7'b0000000;
    end
    else
    begin
        if(temp == 99)
            temp <= 7'b0000000;
        else
            temp <= temp +1;
        out <=temp;
    end
end
endmodule
==> impl_metrics.csv <==
group,metric,value,unit
synth,post_synth_most_frequent_cells,"sky130_fd_sc_hd__dfrtp_1, sky130_fd_sc_hd__nand3_1, sky130_fd_sc_hd__nor2_1, sky130_fd_sc_hd__xnor2_1",
synth,synth.yosys.seq_area_share,70.5,%
synth,synth-main-ff-cell,"sky130_fd_sc_hd__dfrtp_1",
synth,ys_cells,35,
final_timing,fin_worst_hold_slack,377,ps
synth,yosysTopAreaCellShare,70.5,%
grt,grt-ovfl-total,0,
job,cap_violations,0,
setup_path,crit_path_max_fanout,1,
setup_path,startpoint_type,"flip-flop",
cells_and_area,layout-drive-gt1-share,14.9,%
clock_network,post_cts.resized_instances,0,
floorplanning,chip_footprint,0.00640,mm^2
floorplanning,core_area,0.00342,mm^2
synth,synth.top_cells.by_area,"sky130_fd_sc_hd__dfrtp_1, sky130_fd_sc_hd__xnor2_1, sky130_fd_sc_hd__nand3_1",
clock_network,h-tree-depth,1,
synth,numSynthFlops,14,
final_timing,timing.final.crit_share,81.4,%
grt,first_pass_grt_wire_length,1170,um
placement,buffers_added_on_ports,8,
setup_path,cp.arrival,1040,ps
synth,syn_area,497,um^2
setup_path,setup.worst_path.class,"flip-flop to primary output",
clock_network,cts_sinks,14,
final_timing,slew_viol_final,0,
setup_path,sequence_of_cells_on_the_critical_path,"clkdlybuf4s50_1",
synth,tally_of_yosys_warning_messages,1,
grt,first_global_vias,271,
clock_network,postCtsSetupBuffers,0,
synth,synthArstFlopShare,100,%
grt,antenna_violations_before_repair,0,
clock_network,clock_path_buffers,2,
setup_path,max_stage_delay,460,ps
final_timing,hold_violations,0,
setup_path,category_of_the_worst_setup_path_capture_point,"primary output",
power_and_ir_drop,cellLeakagePower,0.000268,uW
run_status,result_of_the_run,"finished clean",
clock_network,root_buffer,"sky130_fd_sc_hd__clkbuf_4",
setup_path,critPathRequiredTime,1360,ps
final_timing,max-slew-margin-rel,87.8,%
floorplanning,die.size.x,80,um
route,wl_per_cell,7.74,um
grt,grt_start_max_net_pins,15,
route,drt_iter0_markers,78,
final_timing,skew,3.22,ps
cells_and_area,area.combinational,146,um^2
synth,synthMostInstantiatedCell,"sky130_fd_sc_hd__dfrtp_1",
synth,post_synth_num_cell_types,14,
worst_hold_path,holdCritPathClass,"input port to async pin",
synth,edf_count,0,
setup_path,crit_family,"buffers and inverters",
setup_path,critPathSlowestCell,"sky130_fd_sc_hd__clkdlybuf4s50_1",
route,route.vias.total,290,
final_timing,worst_slew_pin_slew,178,ps
power_and_ir_drop,vdd.ir_drop.worst,0.171,mV
floorplanning,pin_count,9,
clock_network,number_of_cts_inserted_buffers,3,
synth,yosys-stat-area,497,um^2
clock_network,clock_insertion_delay_worst_skew,260,ps
power_and_ir_drop,powerDensity,768,mW/mm^2
final_timing,tns,0,ps
clock_network,post_cts_hold_buffer_count,0,
cells_and_area,layout.filler_cells,377,
cells_and_area,final_area,664,um^2
placement,globalplace.congestion,0.699,
cells_and_area,seq_area,350,um^2
job,tool_warnings,25,
route,drcViolationCount,0,
grt,grtUsageTotal,2.27,%
synth,synthesis.instances,35,
final_timing,setup-violations-final,0,
final_timing,unrepaired_setup_endpoints_after_global_routing,"no",
floorplanning,fp_util,14.5,%
route,via_per_inst,3.12,
placement,placed_cell_area,642,um^2
clock_network,cts_tree,"built",
route,totalWireLength,720,um
final_timing,max_clock_freq,723,MHz
route,n_antenna_cell,0,
synth,mean_cell_area_of_the_mapped_netlist,14.2,um^2
setup_path,crit_buf_inv,1,
clock_network,clk_pin_slew_worst_paths,70,ps
route,drt.antenna.violating_nets,0,
synth,synth.largest_area_cell,"sky130_fd_sc_hd__dfrtp_1",
floorplanning,die_h,80,um
cells_and_area,syn2layout_area_growth,33.8,%
final_timing,timing.final.crit_period,1380,ps
route,detailedRoute.firstPassIterationCount,4,
floorplanning,row_count,21,
[final timing paths]
| kind | cells past startpoint | endpoint | slack [ps] | start |
|---|---|---|---|---|
| setup / recovery | 1 | out[2] | 320 | out[2] |
| hold / removal | 2 | temp[6] | 380 | rst |
| setup reg to reg | 3 | temp[5] | 520 | temp[2] |
| hold reg to reg | 0 | out[1] | 430 | temp[1] |
| max in group asynchronous | 2 | temp[1] | 1160 | rst |
| min in group clk0 | 0 | out[1] | 430 | temp[1] |
[logic make-up after synthesis]
group	synth area share [%]
AND-OR/OR-AND	2.52
XOR/XNOR	5.29
adder cells (fa/ha/maj)	2.52
flip-flops	70.5
multiplexers	2.02
AND/OR/NAND/NOR	17.1
[metal layers]
| layer | GRT usage [%] | up-vias | share of wire, % |
|---|---|---|---|
| li1 | - | 145 | - |
| met1 | 2.69 | 136 | 44 |
| met5 | 0 | - | 0 |
| met4 | 0.528 | 0 | 0 |
| met3 | 2.05 | 0 | 19 |
| met2 | 2.97 | 9 | 37 |
[power by group]
group	switching [uW]	internal, uW
Combinational	5.93	3.53
Sequential	0	333
Clock	86.3	81.7
[through the flow]
stage	std cells	worst slack [ps]	total power (uW)	utilization, %
final	93	316	510	19.5
after global routing	93	249	536	19.5
after global placement	90	552	349	18.8
after CTS	93	298	519	19.5
after detailed placement	90	537	349	18.8
after floorplan	35	580	339	-
[sequential cells by signal, summed over array words and instances, names as in the netlist]
signal	count
out	7
temp	7
[cell usage in the layout, fill, tap and decap left out]
| cell type | count |
|---|---|
| sky130_fd_sc_hd__dfrtp_1 | 14 |
| sky130_fd_sc_hd__clkdlybuf4s50_1 | 8 |
| sky130_fd_sc_hd__nand3_1 | 3 |
| sky130_fd_sc_hd__nor2_1 | 3 |
| sky130_fd_sc_hd__xnor2_1 | 3 |
| sky130_fd_sc_hd__clkbuf_4 | 3 |
| sky130_fd_sc_hd__nand2_1 | 2 |
| sky130_fd_sc_hd__a31oi_1 | 2 |
| sky130_fd_sc_hd__or3_4 | 1 |
| sky130_fd_sc_hd__nor2_4 | 1 |
| sky130_fd_sc_hd__and3_1 | 1 |
| sky130_fd_sc_hd__mux2i_1 | 1 |
| sky130_fd_sc_hd__and2_1 | 1 |
| sky130_fd_sc_hd__nor3_2 | 1 |
| sky130_fd_sc_hd__nand4_1 | 1 |
| sky130_fd_sc_hd__ha_1 | 1 |
| sky130_fd_sc_hd__buf_4 | 1 |
[cell type report]
| class | count | area share (%) |
|---|---|---|
| sequential | 14 | 52.7 |
| clock buffer | 3 | 3.39 |
| multi-input combinational | 21 | 22.0 |
| tap | 46 | 8.66 |
| timing repair buffer | 9 | 13.2 |
Power figures rest on the tool's default switching activity, not on a simulated workload.
