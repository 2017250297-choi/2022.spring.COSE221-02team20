--- flow/design.v ---
module clk_dll#(parameter half=24999)(rst, clk, out_clk);
  input clk, rst;
  output out_clk;
  reg out_clk;
  reg [24:0]cnt_clk;
  always@(posedge clk or negedge rst)
  begin
    if(!rst)
	begin
      out_clk <= 0;
      cnt_clk <= 0;
    end
    else
	begin  
      cnt_clk <= cnt_clk+1;
      if(cnt_clk == half)
        cnt_clk <=0;
      else if(cnt_clk==0)
        out_clk <= !out_clk;     
    end
  end    
endmodule
module cnt_w_dll#(parameter half=49, count_to = 60)(rst,clk,out);
input rst, clk;
output [6:0] out;
reg [6:0] out, temp;
reg new_clk;
reg [15:0]cnt_clk;
always@(posedge clk or negedge rst)
begin
    if(!rst)
	begin
      new_clk <= 0;
      cnt_clk <= 0;
    end
    else
	begin  
      cnt_clk <= cnt_clk+1;
      if(cnt_clk == half)
        cnt_clk <=0;
      else if(cnt_clk==0)
        new_clk <= !new_clk;     
    end
end    
always@(posedge new_clk or negedge rst) begin 
    if(!rst)
    begin
        out <=7'b0000000;
        temp<=7'b0000000;
    end
    else
    begin
        if(temp == count_to-1)
            temp <= 7'b0000000;
        else
            temp <= temp +1;
        out <=temp;
    end
end
endmodule
module double_seg7 (
    data_in,
    seg10,
    seg01
);
    input [6:0]data_in;
    output[6:0] seg10 , seg01;
    reg[6:0] ten, one;
    seg7 s10 (ten[3:0],seg10);
    seg7 s01 (one[3:0],seg01);
    always @ (data_in)
    begin
        ten <=((data_in % 100)/10);
        one <=(data_in % 10);
    end
endmodule
module seg7(data,display);
input [3:0] data;
output [6:0] display;
reg[6:0]display;
always @(data) begin
    case(data)
        4'b0000 : display = 7'b1000000;
        4'b0001 : display = 7'b1111001;
        4'b0010 : display = 7'b0100100;
        4'b0011 : display = 7'b0110000;
        4'b0100 : display = 7'b0011001;
        4'b0101 : display = 7'b0010010;
        4'b0110 : display = 7'b0000010;
        4'b0111 : display = 7'b1111000;
        4'b1000 : display = 7'b0000000;
        4'b1001 : display = 7'b0010000;
        default : display = 7'b0111111;
    endcase
end
endmodule
module top_stopwatch(rst,clk,start_stop,h10,h1,m10,m1,s10,s1);
    input rst, clk, start_stop;
    output[6:0]h10,h1,m10,m1,s10,s1;
    reg start_temp, start2;
    wire new_clk;
    wire[6:0]ms_cnt,s_cnt,m_cnt;
	always @ (posedge new_clk or negedge rst) begin
		if(!rst) begin
        start_temp <= 1'b1;
		end else begin
		start_temp <= start_stop;
        end
    end
    always@(posedge start_temp or negedge rst)begin
    if(!rst) begin
        start2 <=1'b0;
    end else begin
        start2<= ~start2;
        end
    end
    clk_dll #(.half(24999))main_dll(rst,clk,new_clk);
    cnt_w_dll #(.half(4), .count_to(100))msec0(rst,new_clk&start2,ms_cnt);
    cnt_w_dll #(.half(499), .count_to(60)) sec0(rst,new_clk&start2,s_cnt);
    cnt_w_dll #(.half(29999), .count_to(60)) min0(rst,new_clk&start2,m_cnt);
    double_seg7 s11 (ms_cnt,s10,s1);
    double_seg7 m11 (s_cnt,m10,m1);
    double_seg7 h11 (m_cnt,h10,h1);
endmodule
--- flow/config.mk ---
export PLATFORM = sky130hd
export DESIGN_NAME = top_stopwatch
export DESIGN_NICKNAME = top_stopwatch
export VERILOG_FILES = /design/flow/design.v
export SDC_FILE = /design/flow/constraint.sdc
export NUM_CORES = 4
export LEC_CHECK = 1
export CORE_UTILIZATION = 30
--- flow/constraint.sdc ---
current_design top_stopwatch

set clk_period 6.1
set clk_io_pct 0.2

create_clock -name clk0 -period $clk_period [get_ports {clk}]

set non_clock_inputs [all_inputs -no_clocks]
set_input_delay [expr $clk_period * $clk_io_pct] -clock clk0 $non_clock_inputs
set_output_delay [expr $clk_period * $clk_io_pct] -clock clk0 [all_outputs]
--- flow/run.sh ---
#!/bin/bash
# OpenROAD 26Q1-2900-gdf79404cd8, Yosys 0.63+post, stock flow scripts
make -C /OpenROAD-flow-scripts/flow DESIGN_CONFIG=/design/flow/config.mk WORK_HOME=/design/flow/orfs finish
==> impl_table.tex <==
% Implementation results table
\begin{tabular}{lr}
\hline
Metric & Value \\
\hline
\multicolumn{2}{l}{\textbf{Pwr}} \\
\quad Leakage component of the power & 4.095 nW \\
\quad Power density of the placed cells & 35.93 nW/um\^{}2 \\
\quad Switching part of the total power & 0.2109 \\
\quad Part of the power in registers & 0.495 \\
\quad Power share of the clock group & 0.458 \\
\quad VDD IR-drop max & 0.0001368 V \\
\quad Portion of total power attributed to combinational logic & 0.047 \\
\quad Design internal power & 273.9 uW \\
\quad Sw power & 73.22 uW \\
\multicolumn{2}{l}{\textbf{Detailed routing}} \\
\quad Routed vias/inst & 5.001 \\
\quad DRC violations left & 0 \\
\quad Number of diodes & 0 \\
\quad Total via count after detailed routing & 7126 \\
\quad Total length of routed wires & 16600 um \\
\quad Starting DRC count in detailed routing & 463 \\
\quad Number of nets with antenna violations after routing & 0 \\
\quad Pre-antenna DRT Iters & 5 \\
\quad WL per Instance & 11.65 um \\
\multicolumn{2}{l}{\textbf{Die}} \\
\quad Core region area & 28780 sq um \\
\quad Die Width & 173.1 um \\
\quad Num rows & 62 \\
\quad Fp\_density & 0.3051 \\
\quad Chip footprint & 29950 sq um \\
\quad Number of top-level pins & 45 \\
\quad Die height & 173.1 um \\
\multicolumn{2}{l}{\textbf{Finish}} \\
\quad Final core utilization & 0.3357 \\
\quad Share of cells above drive strength 1 & 0.04611 \\
\quad Layout overhead on the synthesized area & 10.05\% \\
\multicolumn{2}{l}{\textbf{Clock network}} \\
\quad Cells resized by post-CTS repair & 0 \\
\quad \# H-tree levels & 1 \\
\quad Cell at the root of the clock tree & clkbuf\_16 \\
\quad Late-Pin Clk Latency & 0.26 ns \\
\quad Clock transition at the registers of the reported paths & 0.07 ns \\
\quad \# Post-CTS Setup Buffers & 0 \\
\quad Max Root-Sink Buffers & 2 \\
\quad Clock buffer count from CTS & 3 \\
\quad Total of hold buffers inserted after clock tree synthesis & 0 \\
\quad Clock tree from TritonCTS & built \\
\multicolumn{2}{l}{\textbf{Yosys}} \\
\quad Sequential-to-total area share from yosys stat & 0.3450 \\
\quad Yosys warning count & 7 \\
\quad Flip-flops with a built-in enable & 0 \\
\quad Number of instances in the synthesized netlist & 1024 \\
\quad Share of async-settable or async-resettable flops after synthesis & 1.000 \\
\quad Ys flops & 121 \\
\quad Avg Synthesized Cell Area & 8.574 sq um \\
\quad Dominant register cell & dfrtp\_1 \\
\quad Synthesized chip area reported by yosys & 8780 sq um \\
\quad Distinct lib cells used & 95 \\
\quad Number of standard cells reported by yosys & 1024 \\
\quad Post-synthesis instance area & 8780 sq um \\
\multicolumn{2}{l}{\textbf{Timing}} \\
\quad Achievable frequency & 501.0 MHz \\
\quad Final period demand of the worst path & 1.996 ns \\
\quad Share of the clock period used by the worst path after layout & 0.3272 \\
\quad Setup repair after global routing missed its margin & no \\
\quad Total of endpoints with negative setup slack in the final report & 0 \\
\quad Post-route clock skew & 0.001944 ns \\
\quad Post-route setup TNS & 0 ns \\
\quad Endpoints left unconstrained & 137 \\
\quad Least-Margin Pin Slew & 0.8591 ns \\
\quad Number of max-slew violations in the final report & 0 \\
\quad Final number of hold-violating endpoints & 0 \\
\quad Count of unclocked register or latch pins & 95 \\
\quad Max\_slew headroom & 0.4220 \\
\multicolumn{2}{l}{\textbf{Setup path}} \\
\quad Slowest stage delay, CP & 0.44 ns \\
\quad Launch point of the worst reg-to-reg path & main\_dll.cnt\_clk[7] \\
\quad Data arrival time of the critical path & 2.18 ns \\
\quad Worst-path fanout max & 6 \\
\quad Critical Path Start Type & flop \\
\quad Kind of critical path & flop to flop \\
\quad Type of destination of the critical path & flop \\
\quad Cell type of the slowest stage on the worst timing path & dfrtp\_1 \\
\quad Dominant delay contributor by cell family on the critical path & simple AND/OR/NAND/NOR gates \\
\quad Critical-path cell list & and3\_1, and3\_1, nand2\_1, nor3\_1, and2\_1, nand3\_1, nor3\_1, xor2\_1 \\
\quad Worst Path Required & 6.28 ns \\
\quad FF-to-FF End & main\_dll.cnt\_clk[24] \\
\quad Flop2flop setup slack & 4.10 ns \\
\quad Critical path buffers and inverters & 0 \\
\quad Cell count of the worst reg-to-reg path & 8 \\
\multicolumn{2}{l}{\textbf{Flow run}} \\
\quad Max Cap Violations & 0 \\
\quad Tool warnings & 47 \\
\multicolumn{2}{l}{\textbf{Global routing}} \\
\quad Largest net degree at the start of global routing & 64 \\
\quad Number of global-route vias before repair & 6499 \\
\quad Total routing usage reported by global routing & 0.1134 \\
\quad Global-route wire length before repair & 29630 um \\
\quad Sum of overflow across all layers after global routing & 0 \\
\quad Number of antenna violations at the first check in global routing & 0 \\
\multicolumn{2}{l}{\textbf{Place}} \\
\quad Number of buffer cells added on primary ports & 44 \\
\quad DP Wirelength & 12230 um \\
\quad Routability congestion estimate & 0.8694 \\
\multicolumn{2}{l}{\textbf{Status}} \\
\quad Run status & complete, no violations \\
\multicolumn{2}{l}{\textbf{Worst hold path}} \\
\quad Hold worst-path end & main\_dll.cnt\_clk[24] \\
\quad Worst hold path stage count & 1 \\
\quad Beginning of the worst hold path & main\_dll.cnt\_clk[24] \\
\quad Worst hold-check path type & flop to flop \\
\hline
\end{tabular}
-- metrics by stage --
stage	setup slack (ns)	instance area (sq um)	instances	hold slack (ns)	power, mW
after floorplan	4.122	8780	1024	0.4429	0.1753
after global placement	3.919	9573	1421	0.4717	0.1933
after detailed placement	3.921	9573	1421	0.4735	0.1934
after CTS	4.136	9662	1425	0.4909	0.3529
after global routing	3.944	9662	1425	0.4980	0.3602
final	4.104	9662	1425	0.4852	0.3471
-- synthesized netlist by cell type (5+ instances only) --
cell,count,share of area
xnor2_1,51,0.051
or3_1,8,0.0057
nor4_1,13,0.0093
and3_1,20,0.014
a32oi_1,6,0.0060
a31oi_1,8,0.0057
o211ai_1,6,0.0051
nor2_1,97,0.041
o21ai_1,5,0.0028
buf_2,16,0.0091
dfrtp_1,120,0.34
o21a_1,12,0.010
o21bai_1,5,0.0043
clkbuf_1,17,0.0073
o22ai_1,13,0.0093
mux2i_1,11,0.013
a21o_1,8,0.0068
a21oi_1,52,0.030
a211oi_1,10,0.0086
o32a_1,6,0.0068
mux2_2,5,0.0064
o2111ai_1,5,0.0050
nor2b_1,17,0.012
nand2_1,97,0.041
nand3_1,53,0.030
xor2_1,29,0.029
and2_1,12,0.0086
o21ai_0,47,0.027
ha_1,44,0.063
inv_1,55,0.024
nand4_1,13,0.0093
nand2b_1,28,0.020
nor3_1,23,0.013
nand3b_1,11,0.0094
-- cells in the final DEF (no fill, tap or decap), types with 29 or more instances in the layout --
master           synthesis  routed
o21ai_0                 47      47
a21oi_1                 52      52
clkdlybuf4s50_1          0      43
xnor2_1                 51      51
ha_1                    44      44
nand3_1                 53      53
inv_1                   55      55
xor2_1                  29      29
nor2_1                  97      97
nand2_1                 97      97
dfrtp_1                120     120
-- cell families (layout without fill, tap and decap cells) --
family                     Yosys count  after routing  share of synthesized area
adders and majority gates           47             47                    0.06613
AOI/OAI and AO/OA                  245            245                     0.2017
DFF                                121            121                     0.3450
xor gates and xnor gates            80             80                    0.07981
buffers and inverters               92            109                    0.04247
muxes                               20             20                    0.02565
and+or+nand+nor                    419            419                     0.2393
-- state kept, by name, indices dropped and copies added, names as in the netlist, 16 cells and up --
| name | flops |
|---|---|
| sec0.cnt_clk | 16 |
| min0.cnt_clk | 16 |
| msec0.cnt_clk | 16 |
| main_dll.cnt_clk | 25 |
-- metal layers --
metal | GRT usage | share of wire
met4 | 0.002950 | 0.0011
met5 | 0 | 0
met3 | 0.005384 | 0.017
met1 | 0.1836 | 0.53
met2 | 0.1804 | 0.45
-- final cells by class --
type | count | area, sq um
repair buffers | 49 | 475.5
clock buffers | 4 | 88.84
well taps | 384 | 480.5
multi-input cells | 811 | 5378
inverters | 56 | 210.2
fillers | 2917 | 19120
flip-flops and latches | 121 | 3029
-- worst max-delay path by stage --
stage | startpoint | to | slack (ns) | depth (start not counted)
4_1_cts | main_dll.cnt_clk[7] | main_dll.cnt_clk[24] | 4.14 | 8
6_report | main_dll.cnt_clk[7] | main_dll.cnt_clk[24] | 4.10 | 8
5_1_grt | main_dll.cnt_clk[7] | main_dll.cnt_clk[24] | 3.94 | 8
-- power groups by stage --
stage / clock, mW / sequential [mW] / combinational [mW]
after CTS: 0.163 / 0.172 / 0.0184
final: 0.159 / 0.172 / 0.0165
after global routing: 0.168 / 0.172 / 0.0206
Power is estimated from default activity; no workload was simulated.
